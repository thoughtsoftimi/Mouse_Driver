[/design/flow/config.mk]
export PLATFORM = sky130hd
export DESIGN_NAME = Timer
export DESIGN_NICKNAME = Timer
export VERILOG_FILES = /design/flow/design.v
export SDC_FILE = /design/flow/constraint.sdc
export NUM_CORES = 4
export LEC_CHECK = 1
export CORE_UTILIZATION = 50
[/design/flow/constraint.sdc]
current_design Timer

set clk_period 11.4
set clk_io_pct 0.2

create_clock -name clk0 -period $clk_period [get_ports {CLK}]

set non_clock_inputs [all_inputs -no_clocks]
set_input_delay [expr $clk_period * $clk_io_pct] -clock clk0 $non_clock_inputs
set_output_delay [expr $clk_period * $clk_io_pct] -clock clk0 [all_outputs]
[/design/flow/design.v]
`timescale 1ns / 1ps
module Timer(
 input CLK,
 input RESET,
 inout [7:0] BUS_DATA,
 input [7:0] BUS_ADDR,
 input BUS_WE,
 output BUS_INTERRUPT_RAISE,
 input BUS_INTERRUPT_ACK
 );
 parameter [7:0] TimerBaseAddr = 8'hF0;  
 parameter InitialIterruptRate = 100;  
 parameter InitialIterruptEnable = 1'b1;  
 reg [7:0] InterruptRate;
 always@(posedge CLK) begin
     if(RESET)
         InterruptRate <= InitialIterruptRate;
     else if((BUS_ADDR == TimerBaseAddr + 8'h01) & BUS_WE)
         InterruptRate <= BUS_DATA;
 end
 reg InterruptEnable;
 always@(posedge CLK) begin
     if(RESET)
         InterruptEnable <= InitialIterruptEnable;
     else if((BUS_ADDR == TimerBaseAddr + 8'h03) & BUS_WE)
         InterruptEnable <= BUS_DATA[0];
 end
 reg [31:0] DownCounter;
 always@(posedge CLK) begin
     if(RESET)
         DownCounter <= 0;
     else begin
         if(DownCounter == 32'd99999)
             DownCounter <= 0;
         else
             DownCounter <= DownCounter + 1'b1;
     end
 end
 reg [31:0] Timer;
 always@(posedge CLK) begin
     if(RESET | (BUS_ADDR == TimerBaseAddr + 8'h02))
         Timer <= 0;
     else begin
         if((DownCounter == 0))
             Timer <= Timer + 1'b1;
         else
             Timer <= Timer;
     end
 end
 reg TargetReached;
 reg [31:0] LastTime;
 always@(posedge CLK) begin
     if(RESET) begin
         TargetReached <= 1'b0;
         LastTime <= 0;
     end 
     else if((LastTime + InterruptRate) == Timer) begin
         if(InterruptEnable)
             TargetReached <= 1'b1;
         LastTime <= Timer;
     end 
     else
         TargetReached <= 1'b0;
 end
 reg Interrupt;
 always@(posedge CLK) begin
     if(RESET)
         Interrupt <= 1'b0;
     else if(TargetReached)
         Interrupt <= 1'b1;
     else if(BUS_INTERRUPT_ACK)
         Interrupt <= 1'b0;
 end
 assign BUS_INTERRUPT_RAISE = Interrupt;
 reg TransmitTimerValue;
 always@(posedge CLK) begin
     if(BUS_ADDR == TimerBaseAddr)
         TransmitTimerValue <= 1'b1;
     else
         TransmitTimerValue <= 1'b0;
 end
 assign BUS_DATA = (TransmitTimerValue) ? Timer[7:0] : 8'hZZ;
endmodule
[/design/flow/run.sh]
#!/bin/bash
# OpenROAD 26Q1-2900-gdf79404cd8, Yosys 0.63+post, stock flow scripts
make -C /OpenROAD-flow-scripts/flow DESIGN_CONFIG=/design/flow/config.mk WORK_HOME=/design/flow/orfs finish
==> tab_implementation.tex <==
% Generated from flow reports
\begin{tabular}{lr}
\hline
Metric & Value \\
\hline
\multicolumn{2}{l}{\textbf{Outcome}} \\
Run status & stopped before the end \\
Stopped at & clock tree synthesis \\
Tool error & [error] [KeplerFormal.cpp:679] Workflow failed: Iso has multiple drivers: .BUS\_DATA0, BUS\_DATA[0]\$\_SDFFE\_PP0N\_.Q0 \\
\multicolumn{2}{l}{\textbf{Place}} \\
Worst slack, placed & 6.67 ns \\
GP Congestion & 0.827 \\
Total of buffers placed on input and output ports & 12 \\
Total half-perimeter wirelength after legalization and detailed placement & 8140 µm \\
Dpl cells & 813 \\
\multicolumn{2}{l}{\textbf{Synth}} \\
Synth top area cells & sky130\_fd\_sc\_hd\_\_dfxtp\_1 (36\%), sky130\_fd\_sc\_hd\_\_xor2\_1 (9.3\%), sky130\_fd\_sc\_hd\_\_mux2i\_1 (7.4\%), sky130\_fd\_sc\_hd\_\_nand2b\_1 (7.3\%), sky130\_fd\_sc\_hd\_\_xnor2\_1 (5.5\%) \\
Area of the synthesized netlist per yosys stat & 0.00592 mm² \\
Unique cell types & 56 \\
Max-area cell share & 36.2\% \\
Yosys cell count & 682 \\
FF+latch count, synth & 107 \\
Post-synthesis async set-or-reset flop share & 0\% \\
Mean instance size in the synthesized netlist & 8.68 µm² \\
Summed instance area of the synthesized netlist & 0.00592 mm² \\
Cell type with the largest total area after synthesis & sky130\_fd\_sc\_hd\_\_dfxtp\_1 \\
Syn Inst Count & 682 \\
Sequential element share of the synthesized area & 36.2\% \\
Flip-flop cell with the highest count after synthesis & sky130\_fd\_sc\_hd\_\_dfxtp\_1 \\
Number of warnings printed during yosys synthesis & 2 \\
Number of enable flip-flop cells & 0 \\
\multicolumn{2}{l}{\textbf{Clock tree}} \\
Num CTS Buffers & 9 \\
CTS H-Tree Depth & 3 \\
Hold bufs inserted after CTS & 0 \\
Number of gates resized after cts & 0 \\
Buffer levels on the longest clock path & 2 \\
Number of buffers inserted by post-CTS setup repair & 0 \\
Clock root buffer master & sky130\_fd\_sc\_hd\_\_clkbuf\_16 \\
Total clock sinks & 107 \\
\multicolumn{2}{l}{\textbf{Floorplanning}} \\
Die width & 111 µm \\
Die Height & 111 µm \\
Count of standard-cell rows & 39 \\
Initial cell density of the core & 51.6\% \\
Top-level port count & 21 \\
\hline
\end{tabular}
==> stage by stage <==
step                cell area [µm²]  hold WS (ns)
floorplan                      5920         0.430
global placement               6110         0.459
detailed placement             6110         0.459
==> Yosys cell counts (4+ instances only) <==
master / number
sky130_fd_sc_hd__o21ai_0: 7
sky130_fd_sc_hd__and3_1: 18
sky130_fd_sc_hd__inv_1: 11
sky130_fd_sc_hd__ha_1: 11
sky130_fd_sc_hd__dfxtp_1: 107
sky130_fd_sc_hd__nor3_1: 10
sky130_fd_sc_hd__nor4_1: 7
sky130_fd_sc_hd__nand4_1: 23
sky130_fd_sc_hd__buf_2: 7
sky130_fd_sc_hd__nor2_1: 86
sky130_fd_sc_hd__clkbuf_1: 15
sky130_fd_sc_hd__a21oi_1: 10
sky130_fd_sc_hd__mux2i_1: 44
sky130_fd_sc_hd__and4_1: 12
sky130_fd_sc_hd__buf_1: 4
sky130_fd_sc_hd__xor2_1: 63
sky130_fd_sc_hd__nand2b_1: 69
sky130_fd_sc_hd__nand2_1: 47
sky130_fd_sc_hd__nand3_1: 36
sky130_fd_sc_hd__xnor2_1: 37
sky130_fd_sc_hd__nor2b_1: 7
==> cells by family after synthesis <==
logic type      after synthesis  synth area share (%)
buf+inv                      40                  3.06
fa+ha+maj                    12                  2.66
xor+xnor                    100                  14.8
simple gates                332                  29.7
flops                       107                  36.2
compound gates               44                  5.56
mux                          47                  8.01
