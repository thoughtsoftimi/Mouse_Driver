===== /design/flow/design.v =====
`timescale 1ns / 1ps
module IR_Transmitter(
    input CLK,
    input [3:0] COMMAND,
    input SEND_PACKET,
    input RESET,
    output IR_LED
);
parameter Start_Burst_Size      = 191;
parameter Car_Select_Burst_Size = 47;
parameter Gap_Size              = 25;
parameter Assert_Burst_Size     = 47;
parameter DeAssert_Burst_Size   = 22;
parameter CARRIER_DIV           = 1250;   
parameter STATE_WAIT     = 4'd0;
parameter STATE_START    = 4'd1;
parameter STATE_GAP      = 4'd2;
parameter STATE_SELECT   = 4'd3;
parameter STATE_ASSERT   = 4'd4;
parameter STATE_DEASSERT = 4'd5;
reg ir_led;
reg [3:0] Curr_State, Next_State;
reg [3:0] Command;
reg [3:0] Command_Counter;
reg [7:0] Pulse, Pulse_tar;
reg [15:0] clk_counter;
reg [24:0] clk_count, clk_tar;
reg clk_finished;
reg car_clk;
reg send_received;
function [24:0] calc_clk_target;
    input integer Pulse;
    begin
        calc_clk_target = (Pulse * 2 * CARRIER_DIV) - 1;
    end
endfunction
always @(posedge CLK) begin
    if (Curr_State == STATE_WAIT || Curr_State == STATE_GAP) begin
        clk_counter <= 0;
        car_clk <= 0;
    end else begin
        if (clk_counter == CARRIER_DIV) begin
            car_clk <= ~car_clk;
            clk_counter <= 0;
        end else begin
            clk_counter <= clk_counter + 1;
        end
    end
end
always @(posedge clk_finished) begin
    if (Curr_State == STATE_START) begin
        Command_Counter <= 0;
        Command <= COMMAND;
    end else if (Curr_State == STATE_SELECT) begin
        Command_Counter <= Command_Counter + 1;
    end else if (Curr_State == STATE_ASSERT || Curr_State == STATE_DEASSERT) begin
        Command_Counter <= Command_Counter + 1;
        Command <= Command << 1;
    end
end
always @(posedge CLK) begin
    Curr_State <= Next_State;
    if (SEND_PACKET)
        send_received <= 1;
    else if (send_received && Curr_State == STATE_WAIT)
        send_received <= 1;
    else
        send_received <= 0;
    if (clk_finished)
        clk_count <= 0;
    else if (Curr_State != STATE_WAIT)
        clk_count <= clk_count + 1;
end
always @(*) begin
    clk_finished = (clk_count == clk_tar);
    case (Curr_State)
        STATE_WAIT: begin
            Pulse_tar <= 1;
            clk_tar   <= 0;
            Next_State = send_received ? STATE_START : Curr_State;
        end
        STATE_START: begin
            Pulse_tar <= Start_Burst_Size;
            clk_tar   <= calc_clk_target(Start_Burst_Size);
            Next_State = clk_finished ? STATE_GAP : Curr_State;
        end
        STATE_GAP: begin
            Pulse_tar <= 0;
            clk_tar   <= calc_clk_target(Gap_Size);
            if (clk_finished) begin
                if (Command_Counter == 0)
                    Next_State = STATE_SELECT;
                else if (Command_Counter < 5)
                    Next_State = (Command[3]) ? STATE_ASSERT : STATE_DEASSERT;
                else
                    Next_State = STATE_WAIT;
            end else
                Next_State = Curr_State;
        end
        STATE_SELECT: begin
            Pulse_tar <= Car_Select_Burst_Size;
            clk_tar   <= calc_clk_target(Car_Select_Burst_Size);
            Next_State = clk_finished ? STATE_GAP : Curr_State;
        end
        STATE_ASSERT: begin
            Pulse_tar <= Assert_Burst_Size;
            clk_tar   <= calc_clk_target(Assert_Burst_Size);
            Next_State = clk_finished ? STATE_GAP : Curr_State;
        end
        STATE_DEASSERT: begin
            Pulse_tar <= DeAssert_Burst_Size;
            clk_tar   <= calc_clk_target(DeAssert_Burst_Size);
            Next_State = clk_finished ? STATE_GAP : Curr_State;
        end
        default: begin
            Pulse_tar <= 0;
            clk_tar   <= 0;
            Next_State = STATE_START;
        end
    endcase
end
assign IR_LED = ir_led;
    always @(car_clk) begin
        ir_led = (Curr_State == STATE_GAP || Curr_State == STATE_WAIT) ? 0 : car_clk;
    end
endmodule

===== /design/flow/run.sh =====
#!/bin/bash
# OpenROAD 26Q1-2900-gdf79404cd8, Yosys 0.63+post, stock flow scripts
make -C /OpenROAD-flow-scripts/flow DESIGN_CONFIG=/design/flow/config.mk WORK_HOME=/design/flow/orfs finish

===== /design/flow/config.mk =====
export PLATFORM = sky130hd
export DESIGN_NAME = IR_Transmitter
export DESIGN_NICKNAME = IR_Transmitter
export VERILOG_FILES = /design/flow/design.v
export SDC_FILE = /design/flow/constraint.sdc
export NUM_CORES = 4
export LEC_CHECK = 1
export CORE_UTILIZATION = 40

===== /design/flow/constraint.sdc =====
current_design IR_Transmitter

set clk_period 5.2
set clk_io_pct 0.2

create_clock -name clk0 -period $clk_period [get_ports {CLK}]

set non_clock_inputs [all_inputs -no_clocks]
set_input_delay [expr $clk_period * $clk_io_pct] -clock clk0 $non_clock_inputs
set_output_delay [expr $clk_period * $clk_io_pct] -clock clk0 [all_outputs]

==> reports/results.md <==
| Result | Value | Unit |
|:---|:---|:---|
| Y dimension of the die | 84.7 | um |
| Post-CTS Setup Repair Bufs | 0 | - |
| Top cell type by total area after synthesis | dfxtp_1 | - |
| Post-route DRC violation count | 0 | - |
| Chip area from the yosys synthesis statistics | 0.00273 | mm2 |
| Via count | 2,025 | - |
| Antenna diode count | 0 | - |
| Setup skew after layout | 0.00557 | ns |
| Area of the die | 0.00717 | mm2 |
| Root buffer selected by CTS | clkbuf_8 | - |
| Data required, critical path | 4.16 | ns |
| Warnings from Yosys | 1 | - |
| GPL Wtd Cong | 0.810 | - |
| Share of the synthesized area in the top cell type | 0.344 | - |
| Area growth, synth to finish | 7.51 | % |
| Final critical delay including setup and external delays | 3.05 | ns |
| Tool warnings | 28 | - |
| Number of buffers added on ports | 6 | - |
| Number of setup violations in the final report | 0 | - |
| Global-route congestion overflow total | 0 | - |
| Post-Route Hold Slack | 0.454 | ns |
| Setup crit start | Curr_State[2]$_DFFE_PP_ | - |
| Count of instantiated cells in the yosys netlist | 307 | - |
| Seq/Total Area, Yosys | 0.421 | - |
| Wire length per cell | 12.7 | um |
| Antenna Nets Post-Route | 0 | - |
| Total CTS buffers | 5 | - |
| Cell Area, Synth | 0.00273 | mm2 |
| Via count of the first global-routing pass | 1,807 | - |
| Fraction of registers with async set/reset | 0 | - |
| Max transition margin | 0.560 | - |
| Most common library cells after synthesis | nor2_1 (56), dfxtp_1 (47), xor2_1 (26) | - |
| EDFF count, synth | 7 | - |
| Library cell with the highest instance count after synthesis | nor2_1 | - |
| Pre-Place Util | 0.423 | - |
| Total length of routed wires | 4950 | um |
| Final count of hold timing violations | 0 | - |
| H-Tree Depth | 2 | - |
| Global-route usage over all layers | 0.150 | - |
| Cells resized by post-CTS repair | 0 | - |
| Critical path arrival | 2.01 | ns |
| Total I/O pin count | 8 | - |
| Highest fanout seen on the critical path | 20 | - |
| Total power after layout | 1.23 | mW |
| Count of mapped cells out of synthesis | 307 | - |
| Vias per cell | 5.21 | - |
| Maximum number of pins on one net before global-route repair | 21 | - |
| Layout cell share with drive strength beyond 1 | 0.0545 | - |
| Clock insertion delay at the later pin of the skew report | 0.29 | ns |
| Reported max-cap violation count | 0 | - |
| Number of unconstrained endpoints | 12 | - |
| Placement-stage worst setup slack | 2.48 | ns |
| Clock tree buffer depth | 2 | - |
| Chip Width | 84.7 | um |
| Class of the tightest hold or removal check | register to register | - |
| Library cells used by synthesis | 44 | - |
| Hold buffers post-CTS | 0 | - |
| Most common flop cell mapped by yosys | dfxtp_1 | - |
| Filler Cell Count | 627 | - |
| Standard-cell row count | 29 | - |
| Result of the run | complete, no violations | - |
| Detailed placer's ending HPWL | 3560 | um |
| Total power divided by cell area | 418 | mW/mm2 |
| Critical path type | register to output port | - |
| Antenna violations before repair | 0 | - |
| Peak VDD IR | 246 | uV |
| Maximum clock frequency | 328 | MHz |
| Total core area | 0.00646 | mm2 |
| Clk slew on worst S/H paths | 0.08 | ns |
| Worst flop-to-flop path startpoint | Curr_State[1]$_DFFE_PP_ | - |
| TritonCTS clock tree | done | - |
| Average footprint of a synthesized cell | 8.90 | um2 |
| Wire length of the first global-routing pass | 8560 | um |
| Total negative slack for setup checks | 0 | ns |
| Leakage Power | 1.17 | nW |
| DRT Pass-1 Iters | 4 | - |
| Kind of end point of the critical path | output port | - |
| Worst min-delay path startpoint | clk_count[24]$_SDFFE_PP0P_ | - |
| Number of synthesized register bits | 54 | - |
| RSZ-0062 raised after global routing | no | - |
| Final WS setup | 2.15 | ns |
| Count of routing violations after the opening detailed-route iteration | 68 | - |
| Count of unclocked register or latch pins | 8 | - |
| Fraction of the cycle the final worst path needs | 0.586 | - |
| Pins Over Slew Limit | 0 | - |
| Slew at the pin closest to its max-slew limit | 0.659 | ns |
| Startpoint type of the worst setup path | register | - |
| Largest cells by area after synthesis | dfxtp_1 (34%), xor2_1 (8.3%), edfxtp_1 (7.7%) | - |
[per-stage QoR]
stage               std cells  instance area [um2]  utilization
finish                    389                 2940        0.455
global route              389                 2940        0.455
CTS                       389                 2940        0.455
detailed placement        381                 2850        0.441
global placement          381                 2850        0.441
floorplan                 307                 2730            -
[logic make-up (layout without fill, tap and decap cells)]
| kind of cell | count (synthesis) | count (layout) | synth area share |
|---|---|---|---|
| muxes | 8 | 8 | 0.0311 |
| and+or+nand+nor | 154 | 154 | 0.300 |
| DFF | 54 | 54 | 0.421 |
| adders and majority gates | 6 | 6 | 0.0275 |
| buffers and inverters | 18 | 23 | 0.0279 |
| AOI/OAI and AO/OA | 25 | 25 | 0.0572 |
| xor gates and xnor gates | 42 | 42 | 0.135 |
[where the power goes]
group	switching (mW)	leakage (nW)	total [mW]	internal [mW]
clock	0.122	0.0483	0.217	0.0947
sequential	0.138	0.450	0.578	0.440
combinational	0.229	0.669	0.432	0.203
total	0.489	1.17	1.23	0.738
[sequential cells by signal, summed over array words and instances, names as in the netlist]
register / cells
car_clk: 1
Command_Counter: 4
Curr_State: 3
send_received: 1
clk_count: 25
Command: 4
clk_counter: 16
[critical path, cell delays in order (launching register included)]
cell	delay [ns]
edfxtp_1	0.67
or2_2	0.46
and2_1	0.19
clkdlybuf4s50_1	0.39
[per-layer routing]
layer | part of all wire | track usage | routed length, um | up-vias
li1 | - | - | - | 1066
met3 | 0.024 | 0.0209 | 120 | 2
met1 | 0.54 | 0.241 | 2650 | 941
met4 | 0.0059 | 0.0154 | 29 | 0
met2 | 0.43 | 0.228 | 2150 | 16
met5 | 0 | 0 | 0 | -
[area by class of cell]
| type | instances | area (um2) | share of cell area |
|---|---|---|---|
| Multi-Input combinational cell | 235 | 1510 | 0.512 |
| Clock buffer | 5 | 68.8 | 0.0234 |
| Tap cell | 77 | 96.3 | 0.0328 |
| Inverter | 8 | 30.0 | 0.0102 |
| Timing Repair Buffer | 7 | 67.6 | 0.0230 |
| Clock inverter | 3 | 18.8 | 0.00639 |
| Sequential cell | 54 | 1150 | 0.392 |
[final timing paths]
path / end / cells past startpoint / slack, ns
setup / recovery: IR_LED / 3 / 2.15
setup reg to reg: Curr_State[1]$_DFFE_PP_ / 6 / 2.55
hold reg to reg: clk_count[24]$_SDFFE_PP0P_ / 1 / 0.45
hold / removal: clk_count[24]$_SDFFE_PP0P_ / 1 / 0.45
[cell usage in the layout (no fill, tap or decap), types with 6 or more instances in the layout]
| cell | instances |
|---|---|
| a21oi_1 | 10 |
| nand4_1 | 10 |
| edfxtp_1 | 7 |
| inv_1 | 8 |
| xnor2_1 | 16 |
| nor3_1 | 9 |
| nand3_1 | 15 |
| nor2_1 | 56 |
| nor2b_1 | 6 |
| xor2_1 | 26 |
| clkdlybuf4s50_1 | 6 |
| dfxtp_1 | 47 |
| nand2_1 | 16 |
| and3_1 | 10 |
| ha_1 | 6 |
Power and IR drop assume default switching activity.
